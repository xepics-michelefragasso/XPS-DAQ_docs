==> design/flow/design.v <==
module mst_fifo_fsm (
  input  rst_n,
  input  clk,
  input  txe_n,
  input  rxf_n,
  input  [31:0] idata,
  input  [3:0]  ibe,
  input  mltcn,
  input  stren,
  input  r_oob,
  input  w_oob,  
  input  [3:0] mst_rd_n,
  input  [3:0] mst_wr_n,
  output  reg [31:0] odata,
  output  reg [3:0]  obe,
  output  reg dt_oe_n,
  output  reg be_oe_n,
  output  wire siwu_n,
  output  reg wr_n,    
  output  reg rd_n,
  output  reg oe_n,
  output  [3:0] tp_debug_sig,  
  output  ch0_vld,
  output  ch1_vld,
  output  ch2_vld,
  output  ch3_vld,
  output  [31:0] chk_data,
  input	  [3:0] chk_err,  
  input  [3:0] ififoafull,  
  input  [3:0] ififonempt, 
  output  ififowr,
  output  [ 1:0] ififowrid,
  output  [35:0] ififo_wdat,
  output wire prefena,
  output wire prefreq,
  output wire prefmod,
  output wire [1:0] prefchn,
  input [ 3:0]  prefnempt, 
  input [35:0]  prefdout
);
  localparam IDLE	= 4'b0001;
  localparam MTRD	= 4'b0010;
  localparam MDLE	= 4'b0100;
  localparam MTWR	= 4'b1000;
  reg [3:0] nxt_state, cur_stap1, cur_stap2, cur_stap3, cur_stap4;
  wire [3:0] cur_state;  
  assign tp_debug_sig[3:0] 	= 4'b1010; 
  assign siwu_n		= 1'b1;
  wire [3:0] imst_rd_n;
  wire [3:0] imst_wr_n;
  reg  [3:0] mst_rd_n_p1;
  reg  [3:0] mst_wr_n_p1;
  reg  [3:0] mst_rd_n_p2;
  reg  [3:0] mst_wr_n_p2;
  reg        mst_wr_n_p3;
  reg        mst_wr_n_p4;
  wire [3:0] ibuf_ful;
  wire [3:0] ibuf_nep;
  reg  [1:0] ichannel;
  reg  [36:0] remain[3:0]; 
  reg  [31:0] odata_p1;
  reg  [31:0] odata_p2;
  reg  [3:0]  obe_p1;
  reg  [3:0]  obe_p2;
  reg  rxf_n_p1;
  reg  rxf_n_p2;
  reg  txe_n_p1; 
  reg  w_oob_p1;
  reg  w_oob_p2;
  reg  r_oob_p1;
  reg  r_oob_p2;
  reg  r_oob_p3;
  reg  w_1byte;
  reg  w_1flag; 
  assign imst_rd_n = mst_rd_n_p2;
  assign imst_wr_n = mst_wr_n_p2;
  assign ibuf_ful  = ififoafull; 
  assign ibuf_nep  = ififonempt | prefnempt | {remain[3][36],remain[2][36],remain[1][36],remain[0][36]};
  reg [3:0] irxf_n;
  reg [3:0] itxe_n;
  always @ (posedge clk or negedge rst_n)
  begin
    if (~rst_n)
    begin 
      irxf_n	<=	4'hf;
      itxe_n 	<=	4'hf;
    end 
    else if (((cur_stap2 == IDLE) || (cur_stap2 == MDLE)) && (!txe_n) && wr_n)
      begin
        irxf_n    <= mltcn ? idata[15:12] : {3'b111,rxf_n}; 
        itxe_n    <= mltcn ? idata[11:8]  : {3'b111,txe_n}; 
      end
  end
  always @ (posedge clk or negedge rst_n)
  begin
    if (~rst_n)
      w_1byte <= 1'b0;
    else if (r_oob_p2 & (!r_oob_p3))
      w_1byte <= 1'b1;
    else if (w_1byte && (cur_stap1 == IDLE) && (cur_stap2 == MTWR))
      w_1byte <= 1'b0;
    else if (!r_oob_p2)
      w_1byte <= 1'b0; 
  end 
  always @ (posedge clk or negedge rst_n)
  begin
    if (~rst_n)
      w_1flag <= 1'b0;
    else if (!r_oob_p2) 
      w_1flag <= 1'b0;
    else if (w_1byte & (cur_stap2 == MTWR))
      w_1flag <= 1'b1;
  end 
  reg [3:0] ifsm_cond;
  wire r_oobe;
  assign r_oobe = r_oob_p2 | ((!mltcn) & (!wr_n) & (obe != 4'hF)); 
  always @ (posedge clk or negedge rst_n)
  begin
    if (~rst_n)
      ifsm_cond <= 4'h0;
    else if (!mltcn)
    begin
      ifsm_cond[0] <= (cur_stap1 == IDLE) & (!imst_rd_n[0]) & (!rxf_n)& (!ibuf_ful[0]); 
      ifsm_cond[1] <= (cur_state == MTRD) & ( imst_rd_n[0]  | (rxf_n  & (!rxf_n_p1))  | ibuf_ful[0]) ; 
      ifsm_cond[2] <= (cur_state == MDLE) & (!imst_wr_n[0]) & (!txe_n)& (ibuf_nep[0]  | stren | w_1byte) & (!w_1flag);
      ifsm_cond[3] <= (cur_stap3 == MTWR) & ( imst_wr_n[0]  | (txe_n  & (!txe_n_p1))  | r_oobe |
		                            ((!ififonempt[0]) & (!stren) & (!prefnempt[0]))) ; 
    end 
    else 
    begin 
      ifsm_cond[0] <= (!imst_rd_n[ichannel]) & (!irxf_n[ichannel])  & (!ibuf_ful[ichannel]) & (cur_stap3 == IDLE); 
      ifsm_cond[1] <= ( imst_rd_n[ichannel]  | (rxf_n & (!rxf_n_p1))|   ibuf_ful[ichannel]) & (cur_state == MTRD); 
      ifsm_cond[2] <= (!imst_wr_n[ichannel]) & (!itxe_n[ichannel])  & (ibuf_nep[ichannel] | stren) & (cur_stap3 == MDLE);
      ifsm_cond[3] <= ( imst_wr_n[ichannel]  | (rxf_n & (!rxf_n_p1))| 
			((!ififonempt[ichannel]) & (!stren) & (!prefnempt[ichannel]))) & (cur_stap3 == MTWR); 
    end 
  end 
  always @ (posedge clk, negedge rst_n)
  begin
    if (~rst_n) begin
      cur_stap1 <= IDLE;
      cur_stap2 <= IDLE;
      cur_stap3 <= IDLE;
      cur_stap4 <= IDLE;
    end
    else begin
      cur_stap1 <= cur_state;
      cur_stap2 <= cur_stap1; 
      cur_stap3 <= cur_stap2; 
      cur_stap4 <= cur_stap3; 
    end
  end
  assign cur_state = nxt_state;
  always @ (posedge clk, negedge rst_n) 
  begin
    if (~rst_n)
      nxt_state <= IDLE;
    else if (chk_err != 4'b0000)
      nxt_state <= MDLE;
    else 
      case (cur_state)
        IDLE : nxt_state <= ifsm_cond[0] ? MTRD : (((cur_stap4 == IDLE) & (cur_stap3 == IDLE)  & 
                                                 (cur_stap2 == IDLE) & (cur_stap1 == IDLE)) ? MDLE : IDLE); 
        MTRD : nxt_state <= ifsm_cond[1] ? MDLE : MTRD;
        MDLE : nxt_state <= ifsm_cond[2] ? MTWR : (((cur_stap4 == MDLE) & (cur_stap3 == MDLE)  & 
                                                 (cur_stap2 == MDLE) & (cur_stap1 == MDLE)) ? IDLE : MDLE); 
        MTWR : nxt_state <= (ifsm_cond[3] | (r_oobe & (!wr_n))) ? IDLE : MTWR; 
      endcase
  end
  always @ (posedge clk or negedge rst_n)
  begin 
    if (~rst_n) 
      ichannel <= 2'b00;
    else if (!mltcn)
      ichannel <= 2'b00;
    else if ((cur_stap1 == IDLE) & (cur_stap2 != IDLE))
      ichannel <= ichannel + 1'b1; 
  end 
reg  [31:0] rdata;
reg  [3:0] rbe; 
reg  rvalid;
wire [31:0] wdata;
wire [3:0] wbe; 
  always @ (posedge clk or negedge rst_n)
  begin
    if (~rst_n)
    begin 
      odata	<= 32'hFFFF_FFFF;
      obe	<=  4'hF;
    end
    else if ((cur_state == MTWR) || (cur_stap1 == MTWR)) 
      if (!mltcn) 
      begin
        odata <= r_oobe ? 32'h0000_0036 : (remain[0][36] ? remain[0][31:0]  : wdata[31:0]);
        obe   <= r_oobe ? 4'h1          : (remain[0][36] ? remain[0][35:32] : wbe);
      end 
      else 
      begin 
        if ((cur_stap1 != MTWR) | (cur_stap2 != MTWR))
        begin 
          odata[31:16] <= 16'hffff; 
          odata[15:8]  <= odata[15:8];
          odata[7:0]   <= {6'b000000,ichannel} + 1'b1; 
          obe          <= 4'h1;
        end 
        else 
        begin
          odata <= remain[ichannel][36] ? remain[ichannel][31:0]  : wdata[31:0];
          obe   <= remain[ichannel][36] ? remain[ichannel][35:32] : wbe;
        end 
      end 
    else if ((cur_state == MTRD) & mltcn)
      begin 
        odata[31:16] <= 16'hffff; 
        odata[15:8]  <= odata[15:8];
        odata[7:0]   <= {6'b000000,ichannel} + 1'b1; 
        obe	     <= 4'h0;
      end  
    else if ((cur_stap2 == IDLE) | (cur_stap2 == MDLE)) 
    begin 
      odata	<= 32'hFFFF_FFFF;
      obe	<=  4'hF;
    end
  end
  always @ (posedge clk or negedge rst_n)
  begin
    if (~rst_n)
    begin 
      rdata     <= 'b0;
      rbe	<= 'b0; 
      rvalid    <= 'b0; 
    end
    else if (cur_stap1 == MTRD)
    begin
      rdata 	<= idata;
      rbe	<= ibe;
      if (mltcn)
        rvalid	<= (rxf_n | wr_n) ? 1'b0 : 1'b1;
      else    
        rvalid 	<= (rxf_n | rd_n) ? 1'b0 : (!w_oob_p2);   
    end  
    else 
    begin 
      rdata     <= 'b0;
      rbe	<= 'b0; 
      rvalid    <= 'b0; 
    end
  end 
  always @ (posedge clk or negedge rst_n)
  begin
    if (~rst_n)
    begin 
      dt_oe_n	<= 'b1;
      be_oe_n 	<= 'b1;
      wr_n	<= 'b1;     
      rd_n	<= 'b1; 
      oe_n	<= 'b1;
    end
    else
    begin  
      if ((cur_state == IDLE) || (cur_state == MDLE)) 
      begin 
        dt_oe_n	<= mltcn; 
        be_oe_n	<= 'b0;
        wr_n	<= 'b1;     
        rd_n	<= 'b1; 
        oe_n	<= 'b1;
      end
      else if (cur_state == MTRD)
        if (!mltcn) 
        begin
          dt_oe_n 	<= 'b1;
          be_oe_n 	<= 'b1;
          wr_n		<= 'b1;     
          rd_n		<= (rxf_n_p1 | oe_n) ? 1'b1 : 1'b0; 
          oe_n		<=  rxf_n_p1         ? 1'b1 : 1'b0; 
        end
        else
        begin
          be_oe_n 	<= !(cur_stap1 == IDLE);  
          wr_n		<= (rxf_n_p1 & (!rxf_n_p2)) ? 1'b1 : ((cur_stap1 == IDLE)?  1'b0 : wr_n); 
          rd_n		<= 1'b1; 
          oe_n		<= 1'b1;  
        end
      else if (cur_state == MTWR) 
        if (!mltcn) 
        begin
      	  dt_oe_n	<= 1'b0; 
      	  be_oe_n 	<= 1'b0;
          if ((cur_stap3 == MTWR) && (cur_stap4 == MDLE)) 
            wr_n        <= 1'b0; 
          else if (((!prefnempt[0]) & (!stren)) | r_oobe | txe_n)
	    wr_n 	<= 1'b1;
      	  rd_n		<= 'b1; 
      	  oe_n		<= 'b1;
        end 
        else 
        begin 
          dt_oe_n	<= wr_n;  
          be_oe_n 	<= 1'b0;
          if (rxf_n_p1 & (!rxf_n_p2))
            wr_n	<= 1'b1;
          else if (cur_stap1 == MDLE)
            wr_n	<= 1'b0;
          else if ((!rxf_n_p1) & (((!stren) & (!prefnempt[ichannel])) | ifsm_cond[3])) 
            wr_n	<= 1'b1;
          rd_n		<= 1'b1; 
          oe_n		<= 1'b1; 
        end 
    end 
  end
  wire readburst;
  reg  readburst_p1; 
  wire rd245;
  wire rd600; 
  wire rema600;
  assign rd245 = (!mltcn) && (!txe_n) && (prefnempt[0] | stren) && (!r_oobe) && (cur_stap3 == MTWR) 
                          && (!remain[0][36]) && (!mst_wr_n_p4) && prefena;  
  assign rd600 =   mltcn  && (!wr_n) && (prefnempt[ichannel] | stren) && (cur_stap3 == MTWR); 
  assign rema600 = (!remain[ichannel][36]) & (cur_stap2 == MTWR) & (cur_stap3 != MTWR) & mltcn;
  assign readburst  = rd245 | rd600;
  always @ (posedge clk or negedge rst_n)
  begin
    if (~rst_n)
      begin
        remain[0] <= 37'd0;
        remain[1] <= 37'd0;
        remain[2] <= 37'd0;
        remain[3] <= 37'd0;
      end
    else if ((cur_stap3 == MTWR) && (cur_stap4 == MDLE) && (!mltcn))
      remain[ichannel] <= 37'd0;
    else if ((cur_stap2 == MTWR) && (cur_stap3 == MDLE) && mltcn)
      remain[ichannel] <= 37'd0;
    else if ((!wr_n & txe_n    & readburst_p1 & !mltcn)  |
             ( wr_n & rxf_n_p1 & readburst_p1 & mltcn )  | 
             (!wr_n & rxf_n_p1 & readburst_p1 & mltcn )) 
      remain[ichannel] <= {1'b1,obe_p2,odata_p2};
    else if ((!wr_n & !rxf_n_p1 & !readburst    & mltcn) |
             ( wr_n & !rxf_n_p1 &  readburst_p1 & mltcn))
      remain[ichannel] <= {1'b1,obe,odata};
  end
  always @ (posedge clk or negedge rst_n)
  begin 
    if (~rst_n) 
    begin 
      readburst_p1<= 1'b0;
      rxf_n_p1	  <= 1'b1;
      rxf_n_p2    <= 1'b1;
      txe_n_p1	  <= 1'b1;
      w_oob_p1    <= 1'b0;
      w_oob_p2    <= 1'b0;
      r_oob_p1    <= 1'b0;
      r_oob_p2    <= 1'b0;
      r_oob_p3    <= 1'b0;
      odata_p1    <= 32'h0;
      odata_p2    <= 32'h0;
      obe_p1      <= 4'h0;
      obe_p2      <= 4'h0;
      mst_rd_n_p1 <= 4'hF;
      mst_wr_n_p1 <= 4'hF;
      mst_rd_n_p2 <= 4'hF;
      mst_wr_n_p2 <= 4'hF;
      mst_wr_n_p3 <= 1'b1;
      mst_wr_n_p4 <= 1'b1;
    end 
    else
    begin 
      readburst_p1<= readburst;
      rxf_n_p1    <= rxf_n; 
      rxf_n_p2    <= rxf_n_p1;
      txe_n_p1    <= txe_n; 
      w_oob_p1    <= w_oob;		
      w_oob_p2    <= w_oob_p1;
      r_oob_p1    <= r_oob;		
      r_oob_p2    <= r_oob_p1;
      r_oob_p3    <= r_oob_p2;
      odata_p1    <= odata;
      odata_p2    <= odata_p1;
      obe_p1      <= obe;
      obe_p2      <= obe_p1;
      mst_rd_n_p1 <= mst_rd_n;
      mst_wr_n_p1 <= mst_wr_n;
      mst_rd_n_p2 <= mst_rd_n_p1;
      mst_wr_n_p2 <= mst_wr_n_p1;
      mst_wr_n_p3 <= mst_wr_n_p2[0];
      mst_wr_n_p4 <= mst_wr_n_p3;
    end 
  end
assign ch0_vld = rvalid & stren & (ichannel == 2'b00);
assign ch1_vld = rvalid & stren & (ichannel == 2'b01) & mltcn;
assign ch2_vld = rvalid & stren & (ichannel == 2'b10) & mltcn;
assign ch3_vld = rvalid & stren & (ichannel == 2'b11) & mltcn;
assign chk_data= rdata;
assign prefena = (cur_state == MTWR);
assign prefreq = readburst | rema600;
assign prefmod = stren;
assign prefchn = ichannel;
assign wdata   = prefdout[31:0];
assign wbe     = prefdout[35:32];
assign ififowr  	= rvalid & (!stren);
assign ififowrid 	= ichannel;
assign ififo_wdat 	= {rbe,rdata}; 
endmodule 
==> design/flow/run.sh <==
#!/bin/bash
# OpenROAD 26Q1-2900-gdf79404cd8, Yosys 0.63+post, stock flow scripts
make -C /OpenROAD-flow-scripts/flow DESIGN_CONFIG=/design/flow/config.mk WORK_HOME=/design/flow/orfs finish
==> design/flow/config.mk <==
export PLATFORM = sky130hd
export DESIGN_NAME = mst_fifo_fsm
export DESIGN_NICKNAME = mst_fifo_fsm
export VERILOG_FILES = /design/flow/design.v
export SDC_FILE = /design/flow/constraint.sdc
export NUM_CORES = 4
export LEC_CHECK = 1
export CORE_UTILIZATION = 40
==> design/flow/constraint.sdc <==
current_design mst_fifo_fsm

set clk_period 11.4
set clk_io_pct 0.2

create_clock -name clk0 -period $clk_period [get_ports {clk}]

set non_clock_inputs [all_inputs -no_clocks]
set_input_delay [expr $clk_period * $clk_io_pct] -clock clk0 $non_clock_inputs
set_output_delay [expr $clk_period * $clk_io_pct] -clock clk0 [all_outputs]
==> notes.org <==
#+TITLE: Synthesis and PnR summary

** Detailed routing
- Final WL :: 45,000 um
- Iteration tally of the first detailed-router pass :: 6
- Initial detailed-routing violation count :: 870
- For this run, design rule violations remaining after detail routing come to 0.
- For this run, the script counts the antenna cells in the layout as 0.
- Vias per std cell :: 5.61
- Across all layers, the routed design uses 11,448 vias.
- Wire per inst :: 22.1 um
- Number of nets still failing antenna checks after routing :: 0

** STA
- Setup total negative slack on the finished layout was measured at 0 ns.
- Per the finish-stage timing summary, setup violations number 0.
- Post-route clock period utilization :: 0.576
- Final count of pins violating max slew :: 0
- Looking at the max-slew report, the worst-margin pin has a slew of 0.880 ns.
- Timing-limited maximum frequency :: 0.152 GHz
- The worst path in the final design needs a cycle of 6.57 ns, including I/O delays and setup.
- Setup repair after global routing left no endpoint under its margin.
- Setup slack closes at 4.83 ns.
- The final timing report lists clock skew as 0.0118 ns.
- Headroom to the max-slew limit :: 0.407
- The final hold violation count recorded for this run is 0.

** Place
- DP Wirelength :: 27,400 um
- Before CTS, the worst setup slack after placement is 4.85 ns.
- Tally of buffers added on design ports :: 224
- The final weighted congestion recorded by global placement is 0.849.

** Worst hold path
- Type of the most critical hold path :: register to register

** Setup path
- The OpenROAD report gives the critical path a data arrival time of 4.29 ns.
- The data required time reported for the critical path is 9.12 ns.
- Critical path start-end classification :: primary input to output pin
- Critical path peak fanout :: 9
- Most frequent CP cell :: sky130_fd_sc_hd__clkdlybuf4s50_1
- Kind of capture point of the worst setup path :: output pin
- The slowest stage of the critical path is the sky130_fd_sc_hd__clkdlybuf4s50_1 cell.
- The worst setup path is launched from a primary input.
- CP peak stage delay :: 0.65 ns
- Listed in order, past its start point the critical path passes clkdlybuf4s50_1 -> nor2b_1 -> a221oi_4 -> nand2_1 -> o21ai_0 -> o21bai_1 -> clkdlybuf4s50_1.

** CTS
- At the later pin of the worst-skew pair, clock insertion delay measures 0.54 ns.
- The H-tree was split into 2 levels.
- CTS tree :: built
- CTS Hold Buffers Added :: 0
- Root buffer cell :: sky130_fd_sc_hd__clkbuf_16
- Setup bufs post-CTS :: 0
- In this run, CTS created clock tree buffers numbering 40.
- In the CTS report, the clock slew at the register clock pins of the worst setup and hold paths is listed as 0.06 ns.
- Once the clock tree was built, the resizer swapped 0 gates to a different size.
- Worst-case clock buffer depth :: 3
- The clock tree has to reach 361 sinks.

** Global routing
- Via count of the first global-routing pass :: 11,826
- Global-route wire length before repair :: 70,400 um
- Antenna violations before repair :: 1
- Global router's overall resource usage :: 0.237
- Overflow after GRT :: 0
- Pin count of the biggest net entering global routing :: 91

** Synth
- The synthesized design contains 0 enable-type register cells.
- Synth top cell by count :: sky130_fd_sc_hd__dfrtp_1
- Yosys cell count :: 1,324
- Cell area after synthesis :: 15,700 um^2
- Leading cell types by total area after synthesis :: sky130_fd_sc_hd__dfrtp_1, sky130_fd_sc_hd__dfstp_2, sky130_fd_sc_hd__a22o_1
- For this run, the register share of the synthesized area comes to 0.581.
- Async set-or-reset flop fraction in the synthesized netlist :: 1.00
- Top FF cell, synth :: sky130_fd_sc_hd__dfrtp_1
- Seq cells post-synth :: 361
- The cell type that accounts for the most area after synthesis is sky130_fd_sc_hd__dfrtp_1.
- Most frequent cells after synthesis :: sky130_fd_sc_hd__dfrtp_1, sky130_fd_sc_hd__a22o_1, sky130_fd_sc_hd__nand2_1, sky130_fd_sc_hd__a21oi_1, sky130_fd_sc_hd__dfstp_2
- Area figure in the yosys stat output :: 15,700 um^2
- In this run, distinct cell masters in the synthesized netlist total 73.
- Each instance of the synthesized netlist takes up on average 11.9 um^2.
- Tally of yosys warning messages :: 2
- Synthesis produced a netlist whose cell count is 1,324.
- Top-area cell share :: 0.456

** Pwr
- The analysis attributes to net switching a power of 0.731 mW.
- Worst VDD drop :: 0.111 mV
- The leakage power in the latest report is 8.30 nW.
- Of the total power, the share spent switching nets is 0.235.
- In the power breakdown, the internal column shows 2.37 mW.
- Sequential share of power :: 0.456
- Clock power share :: 0.436
- The script computed a power per unit cell area of 160 nW/um^2.
- Part of the total power dissipated in combinational logic :: 0.108

** Floorplanning
- Count of boundary I/O pins :: 230
- Full die area :: 40,100 um^2
- Per the OpenROAD floorplan log, the area of the core is 38,600 um^2.
- Die X-Extent :: 200 um
- Measured along the y axis, the die boundary spans 200 um.
- FP Rows :: 72
- For this configuration, the core starts out at a cell density of 0.406.

** Finish
- For this run, the share of the core covered by cells in the final layout is 0.503.
- Per the final layout report, the fraction of cells sized above drive strength 1 comes to 0.148.
- Relative to the synthesized area, the layout overhead comes to 23.7%.

** Run
- The logs give a warning total of 28.
- The report counts max-capacitance violations totalling 0.

** Outcome
- Run status :: finished, final reports clean
-- worst paths after layout --
path | startpoint | to | slack, ns | depth (start not counted)
min reg2reg | r_oob_p1$_DFF_PN0_ | r_oob_p2$_DFF_PN0_ | 0.34 | 0
min | r_oob_p1$_DFF_PN0_ | r_oob_p2$_DFF_PN0_ | 0.34 | 0
max in group asynchronous | rst_n | odata_p1[28]$_DFF_PN0_ | 7.69 | 3
max | stren | prefreq | 4.83 | 7
min in group asynchronous | rst_n | odata_p2[14]$_DFF_PN0_ | 1.75 | 1
max reg2reg | ichannel[0]$_DFFE_PN0P_ | odata[15]$_DFFE_PN1P_ | 8.07 | 12
-- power by group through the flow --
stage	registers (mW)	logic (mW)	clock network, mW
4_1_cts	1.41	0.339	1.39
5_1_grt	1.42	0.368	1.44
6_report	1.41	0.336	1.35
-- per-layer routing --
layer / GRT usage / vias up / part of all wire
li1: - / 5184 / -
met1: 0.356 / 5721 / 0.43
met2: 0.358 / 466 / 0.46
met3: 0.0647 / 77 / 0.079
met4: 0.0596 / 0 / 0.027
met5: 0 / - / 0
-- per-stage QoR --
stage,cells,hold slack (ns),power [mW],area [um^2]
CTS,2042,0.338,3.14,19400
global route,2042,0.336,3.23,19400
finish,2042,0.338,3.11,19400
floorplan,1327,0.331,1.63,15700
detailed placement,1970,0.335,1.77,18000
global placement,1970,0.332,1.76,18000
-- sequential cells by signal, indices dropped and copies added (netlist names), 32 cells and up --
signal    flops
odata        32
rdata        32
remain      148
odata_p1     32
odata_p2     32
-- worst max-delay path: cells and delay by family --
kind	cells	cell delay (ns)
buffers and inverters	2	1.15
AOI/OAI and AO/OA	3	0.62
and+or+nand+nor	2	0.23
-- layout by cell type (no fill, tap or decap), types with 41 or more instances in the layout --
| cell | n |
|---|---|
| sky130_fd_sc_hd__dfrtp_1 | 286 |
| sky130_fd_sc_hd__and2_1 | 49 |
| sky130_fd_sc_hd__o21ai_0 | 44 |
| sky130_fd_sc_hd__clkdlybuf4s50_1 | 222 |
| sky130_fd_sc_hd__dfstp_2 | 75 |
| sky130_fd_sc_hd__a21oi_1 | 85 |
| sky130_fd_sc_hd__nand2_1 | 120 |
| sky130_fd_sc_hd__nor2_1 | 57 |
| sky130_fd_sc_hd__a22o_1 | 146 |
| sky130_fd_sc_hd__clkbuf_16 | 41 |
-- kinds of logic (layout without fill, tap and decap cells) --
family          after synthesis  count (layout)  share of synthesized area
compound gates              416             416                      0.201
xor+xnor                      3               3                    0.00167
fa+ha+maj                     4               4                    0.00319
buf+inv                     168             365                     0.0632
flops                       361             361                      0.581
mux                          74              74                     0.0539
other cells                   2               5                   0.000478
simple gates                296             296                     0.0951
-- cell type report --
type	instances	area [um^2]
Inverter	33	124
Multi-Input combinational cell	798	5630
Timing Repair Buffer	260	2510
Clock buffer	58	1160
Clock inverter	14	226
Fill cell	3301	19200
Sequential cell	361	9130
Tap cell	518	648
No activity file was given, so power comes from the tool's default toggle rates.
