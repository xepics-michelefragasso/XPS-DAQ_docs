[flow/run.sh]
#!/bin/bash
# OpenROAD 26Q1-2900-gdf79404cd8, Yosys 0.63+post, stock flow scripts
make -C /OpenROAD-flow-scripts/flow DESIGN_CONFIG=/design/flow/config.mk WORK_HOME=/design/flow/orfs finish
[flow/config.mk]
export PLATFORM = sky130hd
export DESIGN_NAME = mst_pre_fet
export DESIGN_NICKNAME = mst_pre_fet
export VERILOG_FILES = /design/flow/design.v
export SDC_FILE = /design/flow/constraint.sdc
export NUM_CORES = 4
export LEC_CHECK = 1
export CORE_UTILIZATION = 30
[flow/constraint.sdc]
current_design mst_pre_fet

set clk_period 8.0
set clk_io_pct 0.2

create_clock -name clk0 -period $clk_period [get_ports {clk}]

set non_clock_inputs [all_inputs -no_clocks]
set_input_delay [expr $clk_period * $clk_io_pct] -clock clk0 $non_clock_inputs
set_output_delay [expr $clk_period * $clk_io_pct] -clock clk0 [all_outputs]
[flow/design.v]
module mst_pre_fet 
    (
     clk,
     rst_n,
     rxf_n,
     mltcn,
     wr_n,
     prefena,        
     prefreq,        
     prefmod,	     
     prefchn,	     
     prefnempt,      
     prefdout,       
     ififord,        
     ifnempt,        
     ififodat,       
     gen0req,         
     gen1req,         
     gen2req,         
     gen3req,         
     gen0dat,         
     gen1dat,         
     gen2dat,         
     gen3dat          
     );
parameter ADDRBIT = 2;
parameter LENGTH  = 4;
parameter WIDTH   = 36;
input clk;
input rst_n;
input rxf_n;
input mltcn;
input wr_n;
input prefena;      
input prefreq;      
input prefmod;	    
input [1:0]  prefchn;
output[3:0]  prefnempt;      
output[WIDTH -1:0]  prefdout;      
output ififord;
input [3:0] ifnempt;
input [WIDTH -1:0] ififodat; 
output gen0req;
output gen1req;
output gen2req;
output gen3req;
input[WIDTH-5:0]  gen0dat; 
input[WIDTH-5:0]  gen1dat; 
input[WIDTH-5:0]  gen2dat; 
input[WIDTH-5:0]  gen3dat; 
reg     [WIDTH-1:0]     pref_dat0 [LENGTH-1:0];
reg     [WIDTH-1:0]     pref_dat1 [LENGTH-1:0];
reg     [WIDTH-1:0]     pref_dat2 [LENGTH-1:0];
reg     [WIDTH-1:0]     pref_dat3 [LENGTH-1:0];
reg     [ADDRBIT:0]     pref_len0;
reg     [ADDRBIT:0]     pref_len1;
reg     [ADDRBIT:0]     pref_len2;
reg     [ADDRBIT:0]     pref_len3;
reg     [ADDRBIT-1:0]   wrcnt0;
reg     [ADDRBIT-1:0]   wrcnt1;
reg     [ADDRBIT-1:0]   wrcnt2;
reg     [ADDRBIT-1:0]   wrcnt3;
wire    [3:0] prefnempt; 
assign  prefnempt[0]    =   (pref_len0!={1'b0,{ADDRBIT{1'b0}}});
assign  prefnempt[1]    =   (pref_len1!={1'b0,{ADDRBIT{1'b0}}});
assign  prefnempt[2]    =   (pref_len2!={1'b0,{ADDRBIT{1'b0}}});
assign  prefnempt[3]    =   (pref_len3!={1'b0,{ADDRBIT{1'b0}}});
wire    [3:0] preffull;
assign  preffull[0]    =   (pref_len0[ADDRBIT]);
assign  preffull[1]    =   (pref_len1[ADDRBIT]);
assign  preffull[2]    =   (pref_len2[ADDRBIT]);
assign  preffull[3]    =   (pref_len3[ADDRBIT]);
wire    prefwr; 
wire    write;
assign  write       =   (prefwr & !preffull[prefchn]);
reg wr_n_p1;
always @(posedge clk or negedge rst_n)
begin
  if (~rst_n)
    wr_n_p1	<= 1'b0;
  else
    wr_n_p1 <= wr_n;
end
reg wr_start;
always @(posedge clk or negedge rst_n)
begin
  if (~rst_n)
    wr_start <= 1'b0;
  else if (!wr_n && wr_n_p1)
    wr_start <= 1'b1;
  else
    wr_start <= 1'b0;
end
wire    rd245;
wire    rd600;
assign  rd245       =   prefreq & prefnempt[prefchn];
assign  rd600       =   (!rxf_n | (wr_start & prefreq)) & prefnempt[prefchn];
wire    [ADDRBIT-1:0]   rdcnt0;
wire    [ADDRBIT-1:0]   rdcnt1;
wire    [ADDRBIT-1:0]   rdcnt2;
wire    [ADDRBIT-1:0]   rdcnt3;
assign  rdcnt0       =   wrcnt0 - pref_len0[ADDRBIT-1:0];
assign  rdcnt1       =   wrcnt1 - pref_len1[ADDRBIT-1:0];
assign  rdcnt2       =   wrcnt2 - pref_len2[ADDRBIT-1:0];
assign  rdcnt3       =   wrcnt3 - pref_len3[ADDRBIT-1:0];
integer     i;
reg [WIDTH-1:0] prefdat0 [LENGTH-1:0];
reg [WIDTH-1:0] prefdat1 [LENGTH-1:0];
reg [WIDTH-1:0] prefdat2 [LENGTH-1:0];
reg [WIDTH-1:0] prefdat3 [LENGTH-1:0];
reg [WIDTH-1:0] prefdin; 
always @(posedge clk or negedge rst_n)
begin
  if(!rst_n) 
    for(i=0; i<LENGTH; i=i+1)
    begin 
      prefdat0[i]      <= {WIDTH{1'b0}};
      prefdat1[i]      <= {WIDTH{1'b0}};
      prefdat2[i]      <= {WIDTH{1'b0}};
      prefdat3[i]      <= {WIDTH{1'b0}};
    end 
  else if(write)
    case (prefchn) 
      2'b00 :  prefdat0[wrcnt0] <= prefdin;
      2'b01 :  prefdat1[wrcnt1] <= prefdin;
      2'b10 :  prefdat2[wrcnt2] <= prefdin;
      2'b11 :  prefdat3[wrcnt3] <= prefdin;
    endcase 
end
always @(posedge clk or negedge rst_n)
begin
  if(!rst_n) 
  begin
    wrcnt0 <= {ADDRBIT{1'b0}};
    wrcnt1 <= {ADDRBIT{1'b0}};
    wrcnt2 <= {ADDRBIT{1'b0}};
    wrcnt3 <= {ADDRBIT{1'b0}};
  end 
  else if(write)
    case (prefchn)
      2'b00:  wrcnt0 <= wrcnt0 + 1'b1;
      2'b01:  wrcnt1 <= wrcnt1 + 1'b1;
      2'b10:  wrcnt2 <= wrcnt2 + 1'b1;
      2'b11:  wrcnt3 <= wrcnt3 + 1'b1;
    endcase
end  
always @(posedge clk or negedge rst_n)
begin
  if(!rst_n) pref_len0  <= {1'b0,{ADDRBIT{1'b0}}};
  else if ((prefchn == 2'b00) && !mltcn)
    case({rd245,write})
      2'b01:   pref_len0 <= pref_len0 + 1'b1;
      2'b10:   pref_len0 <= pref_len0 - 1'b1;
      default: pref_len0 <= pref_len0;
    endcase
  else if (prefchn == 2'b00)
    case({rd600,write})
      2'b01:   pref_len0 <= pref_len0 + 1'b1;
      2'b10:   pref_len0 <= pref_len0 - 1'b1;
      default: pref_len0 <= pref_len0;
    endcase
end
always @(posedge clk or negedge rst_n)
begin
  if(!rst_n) pref_len1  <= {1'b0,{ADDRBIT{1'b0}}};
  else if ((prefchn == 2'b01) && !mltcn)
    case({rd245,write})
      2'b01:   pref_len1 <= pref_len1 + 1'b1;
      2'b10:   pref_len1 <= pref_len1 - 1'b1;
      default: pref_len1 <= pref_len1;
    endcase
  else if (prefchn == 2'b01)
    case({rd600,write})
      2'b01:   pref_len1 <= pref_len1 + 1'b1;
      2'b10:   pref_len1 <= pref_len1 - 1'b1;
      default: pref_len1 <= pref_len1;
    endcase
end
always @(posedge clk or negedge rst_n)
begin
  if(!rst_n) pref_len2  <= {1'b0,{ADDRBIT{1'b0}}};
  else if ((prefchn == 2'b10) && !mltcn)
    case({rd245,write})
      2'b01:   pref_len2 <= pref_len2 + 1'b1;
      2'b10:   pref_len2 <= pref_len2 - 1'b1;
      default: pref_len2 <= pref_len2;
    endcase
  else if (prefchn == 2'b10)
    case({rd600,write})
      2'b01:   pref_len2 <= pref_len2 + 1'b1;
      2'b10:   pref_len2 <= pref_len2 - 1'b1;
      default: pref_len2 <= pref_len2;
    endcase
end
always @(posedge clk or negedge rst_n)
begin
  if(!rst_n) pref_len3  <= {1'b0,{ADDRBIT{1'b0}}};
  else if ((prefchn == 2'b11) && !mltcn)
    case({rd245,write})
      2'b01:   pref_len3 <= pref_len3 + 1'b1;
      2'b10:   pref_len3 <= pref_len3 - 1'b1;
      default: pref_len3 <= pref_len3;
    endcase
  else if (prefchn == 2'b11)
    case({rd600,write})
      2'b01:   pref_len3 <= pref_len3 + 1'b1;
      2'b10:   pref_len3 <= pref_len3 - 1'b1;
      default: pref_len3 <= pref_len3;
    endcase
end
wire [WIDTH-1:0] pref_dout[3:0];
assign pref_dout[0] = prefdat0[rdcnt0]; 
assign pref_dout[1] = prefdat1[rdcnt1]; 
assign pref_dout[2] = prefdat2[rdcnt2]; 
assign pref_dout[3] = prefdat3[rdcnt3];
wire [WIDTH-1:0] prefdout;  
assign prefdout = pref_dout[prefchn];
wire[3:0] prenotful; 
assign prenotful[0] = (pref_len0 < 3);
assign prenotful[1] = (pref_len1 < 3);
assign prenotful[2] = (pref_len2 < 3);
assign prenotful[3] = (pref_len3 < 3);
wire datareq;
wire ififord;  
assign datareq = prefena && prenotful[prefchn] && (ifnempt[prefchn] | prefmod) ;
assign ififord = datareq && (!prefmod);  
reg datareq_p1;
always @(posedge clk or negedge rst_n)
begin
  if(!rst_n) 
    datareq_p1 <= 1'b0;
  else
    datareq_p1 <= datareq; 
end
assign prefwr = datareq_p1;
always @(*)  
begin 
  if (!prefmod)
    prefdin = ififodat; 
  else 
    case (prefchn)
      2'b00: prefdin = {4'hf,gen0dat};
      2'b01: prefdin = {4'hf,gen1dat}; 
      2'b10: prefdin = {4'hf,gen2dat}; 
      2'b11: prefdin = {4'hf,gen3dat}; 
    endcase 
end 
wire gen0req;
wire gen1req;
wire gen2req;
wire gen3req;
assign gen0req = datareq & (prefchn == 2'b00) & prefmod; 
assign gen1req = datareq & (prefchn == 2'b01) & prefmod; 
assign gen2req = datareq & (prefchn == 2'b10) & prefmod; 
assign gen3req = datareq & (prefchn == 2'b11) & prefmod;
endmodule 
==> out/metrics.cfg <==
[power]
p_seq_frac=0.373
p_leak_nw=14.7
power_density_mw_per_mm2=394
sw_frac_of_total=0.360
power_frac_comb=0.402
clock_power_share=0.224
p_int_w=0.00833
switching_power_w=0.00469
irDropWorstVdd_v=0.000546

[final_layout]
mostFrequentLayoutCell=dfrtp_1
seqCellArea_mm2=0.0150
final_cell_mix=dfrtp_1 (599), nand2_1 (587), o21ai_0 (578)
fill_cells=8943
drive_gt1_frac=0.0930
area_delta_synth_final_pct=20.0
logic_area_mm2=0.0116

[placement]
dp.final_hpwl_um=46600
io_buffer_count=222
place.gp.congestion=0.805

[detailed_routing]
route.detailed.drc=0
num_vias=19900
routedWlPerCell_um=19.1
dr.pass1.iters=4
drt_iter0_markers=1236
ant_nets=0
totalWireLength_um=76700
routed_via_density=4.96

[final_timing]
fin_crit_ps=6350
setup_viol=0
max_freq_ghz=0.157
worst_slew_pin_slew_ps=972
holdWs_ps=473
finalHoldViolCount=0
clock_skew_ps=30.4
rsz0062_at_grt=no
finalCritPeriodShare=0.794
slew_viol_final=0
slew_headroom=0.350
tns_ps=0

[worst_setup_path]
end_kind=primary output
worst_path_largest_cell_delay_ps=600
cp_top_family=buffers and inverters
critPathLaunch=prefchn[0]
crit_buf_inv=4
critical_path.slowest_cell=buf_4
ff2ff_path_depth=7
path_cells=buf_4 > buf_4 > or2_2 > buf_4 > o221ai_1 > o32a_1 > clkdlybuf4s50_1
critPathArrivalTime_ps=4750
crit_type=in2out
start_kind=input pin
cp_max_fo=32
rr_startpoint=pref_len1[2]
crit_cells=7
critPathMostFrequentCell=buf_4
worstPathRequired_ps=6400

[synth]
ys_cells=2656
syn_area_mm2=0.0276
synth-main-ff-cell=dfrtp_1
syn_inst=2656
yosysUniqueCellTypes=43
topCellsByArea=dfrtp_1 (54%), o21ai_0 (10%), mux2i_1 (10%), nand2_1 (8.1%), mux4_2 (4.7%)
synth_flop_count=599
synthDominantCellAreaShare=0.544
yosysTopAreaCell=dfrtp_1
synth_async_sr_flop_share=1.00
ys_area_mm2=0.0276
avgSynthCellArea_um2=10.4
yosys_warnings=5
ys_seq_frac=0.544
edf_count=0

[cts]
post_cts_buffers=0
numCtsBuffers=66
clk_pin_slew_worst_paths_ps=50
insertion_delay_ps=590
cts_tree=built
cts-root-buf=clkbuf_16
holdBufCountCts=0
cts_max_path_buffers=3
clock-sinks=599
htree_levels=3
cts_resized=0

[grt]
grt_overflow=0
antenna_found_initial=1
grt_pass1_vias=20300
gr-usage-all-layers=0.174
grt_max_degree=139
grt_pass1_wl_um=121000

[flow_run]
drv_cap=0
openroad.warnings=47

[die]
io_pins=223
fp-row-count=110
fp.dieH_um=305
floorplan.core_util=0.304
core_mm2=0.0906
dieWidth_um=305
die_area_mm2=0.0931

[status]
status=finished, final reports clean

[min_path]
holdPathStages=1
hold_start=wr_n_p1
worstHoldPathType=reg2reg

-- cell usage after synthesis (all sizes together) (6+ instances only) --
library cell / n
mux4: 58
or2: 8
a21oi: 6
o22ai: 85
nor2b: 9
buf: 49
ha: 32
dfrtp: 599
o21ai: 588
nor3: 14
a221oi: 7
o221ai: 29
xnor2: 21
o32a: 23
mux2i: 281
nor2: 19
inv: 21
clkbuf: 178
nand2: 603
-- area by class of cell --
| class | instances | area share |
|---|---|---|
| multi-input combinational | 1809 | 0.352 |
| timing repair buffer | 302 | 0.0866 |
| clock buffer | 97 | 0.0581 |
| antenna | 1 | 0.0000757 |
| inverter | 21 | 0.00238 |
| clock inverter | 10 | 0.00348 |
| sequential | 599 | 0.453 |
| tap | 1176 | 0.0445 |
-- routing by layer --
metal	vias to the layer above	share of wire	global-route usage
li1	9625	-	-
met1	9578	0.46	0.256
met5	-	0	0.000517
met2	600	0.43	0.253
met3	101	0.088	0.0648
met4	0	0.022	0.0318
-- cell families (layout without fill, tap and decap cells) --
logic type / count (synthesis) / count (layout) / synth area share
compound gates: 742 / 742 / 0.149
xor+xnor: 24 / 24 / 0.00844
flops: 599 / 599 / 0.544
buf+inv: 248 / 430 / 0.0373
simple gates: 669 / 669 / 0.0961
mux: 342 / 342 / 0.151
other cells: 0 / 1 / 0
fa+ha+maj: 32 / 32 / 0.0145
-- registers in the layout, summed over array words and instances, names as in the netlist --
signal and count:
prefdat3 144, wrcnt1 2, wrcnt0 2, pref_len3 3, wr_start 1, pref_len1 3, wrcnt3 2, prefdat0 144
prefdat2 144, pref_len0 3, pref_len2 3, datareq_p1 1, wrcnt2 2, wr_n_p1 1, prefdat1 144
-- power groups by stage --
stage | sequential, W | combinational [W] | clock (W)
4_1_cts | 0.00486 | 0.00531 | 0.00299
5_1_grt | 0.00501 | 0.00578 | 0.00309
6_report | 0.00486 | 0.00524 | 0.00292
-- worst paths after layout --
check                             endpoint  slack [ps]
setup / recovery              prefdout[10]        1650
hold / removal                    wr_start         470
hold reg to reg                   wr_start         470
min in group asynchronous  prefdat0[1][22]        1000
setup reg to reg           prefdat1[0][17]        4890
max in group asynchronous  prefdat0[3][35]        5080
-- through the flow --
| step | total power (W) | setup WS, ps | instances | area [um^2] | util |
|---|---|---|---|---|---|
| final | 0.0130 | 1650 | 4015 | 33100 | 0.365 |
| after global routing | 0.0139 | 1400 | 4015 | 33100 | 0.365 |
| after CTS | 0.0132 | 1610 | 4014 | 33100 | 0.365 |
| after detailed placement | 0.0102 | 1600 | 3907 | 31000 | 0.343 |
| after global placement | 0.0101 | 1640 | 3907 | 31000 | 0.343 |
| after floorplan | 0.00834 | 3310 | 2656 | 27600 | - |
Power and IR drop assume default switching activity.
