## config.mk

```make
export PLATFORM = sky130hd
export DESIGN_NAME = mst_fifo_ctl
export DESIGN_NICKNAME = mst_fifo_ctl
export VERILOG_FILES = /design/flow/design.v
export SDC_FILE = /design/flow/constraint.sdc
export NUM_CORES = 4
export LEC_CHECK = 1
export CORE_UTILIZATION = 50
```

## constraint.sdc

```tcl
current_design mst_fifo_ctl

set clk_period 5.1
set clk_io_pct 0.2

create_clock -name clk0 -period $clk_period [get_ports {clk}]

set non_clock_inputs [all_inputs -no_clocks]
set_input_delay [expr $clk_period * $clk_io_pct] -clock clk0 $non_clock_inputs
set_output_delay [expr $clk_period * $clk_io_pct] -clock clk0 [all_outputs]
```

## design.v

```verilog
module mst_fifo_ctl ( 
  input  clk,
  input  rst_n,
  input  mltcn, 
  input  fiford,    
  input  [1:0] fifordid,  
  input  fifowr,
  input  [1:0] fifowrid,     
  output reg [3:0] fifoafull,  
  output wire [3:0] fifonempt,  
  input  [35:0] fifo_din,
  output wire [35:0] fifo_dout, 
  output  wire mem_we,           
  output  wire [13:0] mem_a,     
  output  wire [35:0] mem_d,	 
  input   wire [35:0] mem_q	 
  );
wire mem_re;
reg [13:0] wrcnt0;
reg [11:0] wrcnt1;
reg [11:0] wrcnt2;
reg [11:0] wrcnt3;
reg [11:0] wrcnt;
reg [13:0] rdcnt0;
reg [11:0] rdcnt1;
reg [11:0] rdcnt2;
reg [11:0] rdcnt3;
reg [11:0] rdcnt;
wire [13:0] mem_wa;
assign      mem_wa = mltcn ? {fifowrid,wrcnt} : wrcnt0;
wire [13:0] mem_ra;
assign      mem_ra = mltcn ? {fifordid,rdcnt} : rdcnt0;
always @ (*)  
  begin 
  case (fifowrid)
    2'b00: wrcnt = wrcnt0[11:0];
    2'b01: wrcnt = wrcnt1;
    2'b10: wrcnt = wrcnt2;
    2'b11: wrcnt = wrcnt3;
  endcase
  end  
always @ (*)  
  begin 
  case (fifordid)
    2'b00: rdcnt = rdcnt0[11:0];
    2'b01: rdcnt = rdcnt1;
    2'b10: rdcnt = rdcnt2;
    2'b11: rdcnt = rdcnt3;
  endcase
  end 
assign mem_a = mem_we ? mem_wa : mem_ra;
assign mem_d = fifo_din;
assign fifo_dout = mem_q; 
always @(posedge clk or negedge rst_n)
  begin
  if(!rst_n)
    wrcnt0 <= {14{1'b0}};   
  else if (mem_we & (fifowrid == 2'b00)) 
    wrcnt0 <= wrcnt0 + 1'b1;
  end
always @(posedge clk or negedge rst_n)
  begin
  if(!rst_n)
    wrcnt1 <= {12{1'b0}};   
  else if (mem_we & (fifowrid == 2'b01)) 
    wrcnt1 <= wrcnt1 + 1'b1;
  end
always @(posedge clk or negedge rst_n)
  begin
  if(!rst_n)
    wrcnt2 <= {12{1'b0}};   
  else if (mem_we & (fifowrid == 2'b10)) 
    wrcnt2 <= wrcnt2 + 1'b1;
  end
always @(posedge clk or negedge rst_n)
  begin
  if(!rst_n)
    wrcnt3 <= {12{1'b0}};   
  else if (mem_we & (fifowrid == 2'b11)) 
    wrcnt3 <= wrcnt3 + 1'b1;
  end
always @(posedge clk or negedge rst_n)
  begin
  if(!rst_n)
    rdcnt0 <= {14{1'b0}};   
  else if (mem_re & (fifordid == 2'b00)) 
    rdcnt0 <= rdcnt0 + 1'b1;
  end
always @(posedge clk or negedge rst_n)
  begin
  if(!rst_n)
    rdcnt1 <= {12{1'b0}};   
  else if (mem_re & (fifordid == 2'b01)) 
    rdcnt1 <= rdcnt1 + 1'b1;
  end
always @(posedge clk or negedge rst_n)
  begin
  if(!rst_n)
    rdcnt2 <= {12{1'b0}};   
  else if (mem_re & (fifordid == 2'b10)) 
    rdcnt2 <= rdcnt2 + 1'b1;
  end
always @(posedge clk or negedge rst_n)
  begin
  if(!rst_n)
    rdcnt3 <= {12{1'b0}};   
  else if (mem_re & (fifordid == 2'b11)) 
    rdcnt3 <= rdcnt3 + 1'b1;
  end
wire [3:0] fifofull;
wire full;
assign full  =   fifofull[fifowrid];
wire notempty;
assign notempty    =   fifonempt[fifordid];
assign mem_we      =   fifowr & (!full);
assign mem_re      =   fiford & (notempty);
reg [14:0] fifolen0;
reg [12:0] fifolen1;
reg [12:0] fifolen2;
reg [12:0] fifolen3;
assign fifonempt[0] = |fifolen0;
assign fifonempt[1] = |fifolen1;
assign fifonempt[2] = |fifolen2;
assign fifonempt[3] = |fifolen3; 
assign fifofull[0] = mltcn ? fifolen0[12] : fifolen0[14];
assign fifofull[1] = mltcn ? fifolen1[12] : 1'b0;
assign fifofull[2] = mltcn ? fifolen2[12] : 1'b0; 
assign fifofull[3] = mltcn ? fifolen3[12] : 1'b0; 
always @ (posedge clk or negedge rst_n)
  begin 
    if (!rst_n) 
      fifolen0 <= 15'h0000;
    else if (mem_we & (fifowrid == 2'b00))
      fifolen0 <= fifolen0 + 1'b1;
    else if (mem_re & (fifordid == 2'b00))
      fifolen0 <= fifolen0 - 1'b1;
  end 
always @ (posedge clk or negedge rst_n)
  begin 
    if (!rst_n) 
      fifolen1 <= 13'h0000;
    else if (mem_we & (fifowrid == 2'b01))
      fifolen1 <= fifolen1 + 1'b1;
    else if (mem_re & (fifordid == 2'b01))
      fifolen1 <= fifolen1 - 1'b1;
  end 
always @ (posedge clk or negedge rst_n)
  begin 
    if (!rst_n) 
      fifolen2 <= 13'h0000;
    else if (mem_we & (fifowrid == 2'b10))
      fifolen2 <= fifolen2 + 1'b1;
    else if (mem_re & (fifordid == 2'b10))
      fifolen2 <= fifolen2 - 1'b1;
  end 
always @ (posedge clk or negedge rst_n)
  begin 
    if (!rst_n) 
      fifolen3 <= 13'h0000;
    else if (mem_we & (fifowrid == 2'b11))
      fifolen3 <= fifolen3 + 1'b1;
    else if (mem_re & (fifordid == 2'b11))
      fifolen3 <= fifolen3 - 1'b1;
  end 
always @ (posedge clk or negedge rst_n)
  begin 
    if (!rst_n)
      fifoafull <= 4'h0;
    else if (mltcn) 
      begin
      fifoafull[0] <= (fifolen0 >= 15'h0FFB);
      fifoafull[1] <= (fifolen1 >= 13'h0FFB);
      fifoafull[2] <= (fifolen2 >= 13'h0FFB);
      fifoafull[3] <= (fifolen3 >= 13'h0FFB);
      end
    else  
      begin
      fifoafull[0] <= (fifolen0 >= 15'h3FFB);
      fifoafull[1] <= 1'b0;
      fifoafull[2] <= 1'b0; 
      fifoafull[3] <= 1'b0;
      end
  end 
endmodule
```

## run.sh

```bash
#!/bin/bash
# OpenROAD 26Q1-2900-gdf79404cd8, Yosys 0.63+post, stock flow scripts
make -C /OpenROAD-flow-scripts/flow DESIGN_CONFIG=/design/flow/config.mk WORK_HOME=/design/flow/orfs finish
```

==> changes_impl.md <==
### Changed

- Antenna Violating Nets Remaining: 0
- Crit path capture type: output port
- Total wire length: 22.0 mm
- Netlist cell types: 72
- Yosys Chip Area: ~10,000 um^2
- CTS tree: done
- Worst r2r dst: fifolen3[12]
- Asr flop ratio synth: 100%
- Worst r2r src: fifolen3[12]
- Worst-path fanout max: 18
- CP required: 4080 ps
- Top comb family, area: simple AND/OR/NAND/NOR gates
- CTS Hold Bufs: 0
- Detailed placement HPWL: about 16 mm
- Leakage Power: 4.83 nW
- Mapped Area: 10,400 um^2
- Area leader share: a little under two fifths
- Switching part of the total: 39.0%
- Number of global-route vias before repair: between 7,000 and 8,000
- Mux frac, synth: 4.40%
- Setup slack, reg-to-reg: 1870 ps
- Worst Hold Launch: wrcnt1[11]
- Initial antenna violation count: 1
- Residual DRC count: 0
- Slew at the pin closest to its max-slew limit: ~760 ps
- Max Slew Vio Count: 0
- Adder share: ~7.5%
- Clock buffer depth: 2
- Vias/cell: 5.59
- Final GP Congestion: 0.867
- Comb pwr share: a little over two fifths
- Congestion Overflow GR: 0
- Clk pwr share: 22.4%
- Via count: about 7,500
- CTS H-tree depth: 4
- Sequential area share after synthesis: 38.0%
- TritonCTS Buffers: 17
- Die x size: 146 um
- Number of port buffers: 31
- Hold path endpoint: wrcnt1[11]
- Chip area: 21,400 um^2
- Top_reg_cell synth: dfrtp_1
- First-pass detailed-route iteration total: 4
- Post-synth top cells: dfrtp_1 (158), nor2_1 (114), xnor2_1 (87)
- Wire per inst: 16.3 um
- DP Area: 10,500 um^2
- Total negative setup slack: 0 ps
- RSZ-0062 raised after global routing: false
- CTS sink cnt: 158
- Yosys top cell by instances: dfrtp_1
- Flop pwr share: 35.2%
- Log Warnings: 29
- Final Critical Period: approximately 4700 ps
- Core Footprint: 20,300 um^2
- Final tally of hold violations: 0
- Reg2Reg Depth: 11
- Yosys xor share: 11.4%
- Complex Gates by Area: between 10% and 20%
- Fin area: 11,100 um^2
- Fp util: 51.3%
- Row count: around 52
- Clk slew on worst S/H paths: about 60 ps
- Overall Global Routing Usage: 22.2%
- Pwr Density: 533 nW/um^2
- Setup violators final: 0
- Clock root buffer: clkbuf_16
- Syn_area_per_cell: around 9.5 um^2
- Dominant cells by area after synthesis: dfrtp_1 (38%), xnor2_1 (7.3%), ha_1 (6.7%)
- Area fraction in and, or, nand and nor cells: 17.4%
- Worst hold path cell count: 1
- Relative slew slack: 49.4%
- EDFF count, synth: 0
- Crit path from: fifowrid[0]
- Post-CTS setup buffers: 0
- Worst vdd ir: 0.000295 V
- Critical Path Source Type: primary input
- Cells after Synth: 1,099
- Initial drt markers: 377
- NetSw: 0.00231 W
- Pin count of the biggest net entering global routing: between 100 and 150
- Post-CTS sizing: 0
- Status: completed
- Maximum clock rate: 0.215 GHz
- Share of layout cells above drive strength 1: approximately a tenth
- Cycle use final: 91.4%
- Post-synth top area cell: dfrtp_1
- Synth Warn #: 1
- Max_cap viols: 0
- P&R area growth vs syn: 6.76%
- #FFs+latches synth: between 150 and 200
- CP Class: in -> out
- Final setup skew: 9.38 ps
- Clk latency late pin: 420 ps
- Tightest Hold Check Type: reg -> reg
- Ports: 176
- Yosys cell count: roughly 1,100
- First-pass GRT wire length: approximately 37 mm
- Critical Path AT: 3640 ps
- Die height: approximately 150 um
- # diodes: 0
- Int Pwr: 0.00361 W
## area by class of cell
class,count,area [um^2]
fillers,1787,9190
multi-input cells,810,5650
flip-flops and latches,158,3950
repair buffers,49,454
clock buffers,17,425
well taps,270,338
clock inverters,15,188
inverters,28,105
## power groups by stage
stage                 clock [W]  combinational, W  sequential (W)
after CTS               0.00137           0.00253         0.00209
after global routing    0.00141           0.00286         0.00215
final                   0.00133           0.00251         0.00209
## critical path, cell delays in order
cell and delay (ps):
clkdlybuf4s50_1 680, mux2_2 390, a22oi_2 120, o21ai_1 100
o21bai_4 290, inv_1 330, a221oi_1 110, nor2_1 130
clkdlybuf4s50_1 470
## metrics by stage
stage | hold WS, ps | worst slack [ps] | cells | total power [W] | util, %
floorplan | 436 | 1090 | 1099 | 0.00401 | -
global placement | 459 | 524 | 1315 | 0.00459 | 51.7
detailed placement | 459 | 451 | 1315 | 0.00461 | 51.7
CTS | 472 | 445 | 1347 | 0.00598 | 54.7
global route | 483 | 286 | 1347 | 0.00642 | 54.7
finish | 471 | 439 | 1347 | 0.00592 | 54.7
## registers in the layout, summed over array words and instances, names as in the netlist
signal	flops
fifoafull	4
rdcnt3	12
rdcnt2	12
wrcnt3	12
wrcnt1	12
fifolen2	13
rdcnt0	14
fifolen1	13
rdcnt1	12
wrcnt0	14
fifolen0	15
fifolen3	13
wrcnt2	12
## layer usage
layer	vias up	GRT usage [%]	wire length (um)
li1	3793	-	-
met1	3577	35.1	10600
met2	118	33.6	9990
met3	41	3.85	989
met4	2	3.85	374
met5	-	0	12
## placed cells by master, fill, tap and decap left out, types with 4 or more instances in the layout
cell and instances:
dfrtp_1 158, nor2_1 114, xnor2_1 87, nand2_1 83, a21oi_1 59, ha_1 56, xor2_1 49, nand3_1 42
o21ai_0 38, nand4_1 33, mux2_2 30, clkdlybuf4s50_1 29, inv_1 27, nor3_1 19, and3_1 19, clkbuf_16 17
buf_4 17, o21a_1 14, nor4_1 12, o22ai_1 12, a221oi_1 12, a22o_1 11, a211oi_1 7, a21o_1 7
o21bai_1 7, nor2b_1 6, mux2i_1 6, o21ai_1 6, o41ai_2 6, o211ai_1 4, or3_1 4, and4_1 4
o41ai_1 4, fa_1 4, clkinvlp_4 4
## logic make-up (layout without fill, tap and decap cells)
group           after synthesis  count (layout)
mux                          39              39
flops                       158             158
xor+xnor                    136             136
fa+ha+maj                    60              60
simple gates                368             368
buf+inv                     131             109
compound gates              207             207
## how the worst max path moves through the flow
| stage | to | slack (ps) |
|---|---|---|
| 4_1_cts | mem_a[3] | 440 |
| 5_1_grt | mem_a[11] | 290 |
| 6_report | mem_a[3] | 440 |
Power figures rest on the tool's default switching activity, not on a simulated workload.
